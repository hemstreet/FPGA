--- flow/config.mk ---
export PLATFORM = sky130hd
export DESIGN_NAME = Project_7_Segment_Top
export DESIGN_NICKNAME = Project_7_Segment_Top
export VERILOG_FILES = /design/flow/design.v
export SDC_FILE = /design/flow/constraint.sdc
export NUM_CORES = 4
export LEC_CHECK = 1
export CORE_UTILIZATION = 30
--- flow/run.sh ---
#!/bin/bash
# OpenROAD 26Q1-2900-gdf79404cd8, Yosys 0.63+post, stock flow scripts
make -C /OpenROAD-flow-scripts/flow DESIGN_CONFIG=/design/flow/config.mk WORK_HOME=/design/flow/orfs finish
--- flow/constraint.sdc ---
current_design Project_7_Segment_Top

set clk_period 4.2
set clk_io_pct 0.2

create_clock -name clk0 -period $clk_period [get_ports {i_Clk}]

set non_clock_inputs [all_inputs -no_clocks]
set_input_delay [expr $clk_period * $clk_io_pct] -clock clk0 $non_clock_inputs
set_output_delay [expr $clk_period * $clk_io_pct] -clock clk0 [all_outputs]
--- flow/design.v ---
module Binary_To_7Segment
    (
        input i_Clk,
        input [3:0] i_Binary_Num,
        output o_Segment_A,
        output o_Segment_B,
        output o_Segment_C,
        output o_Segment_D,
        output o_Segment_E,
        output o_Segment_F,
        output o_Segment_G
    );
    reg [6:0] r_Hex_Encoding = 7'h00;
    always @(posedge i_Clk)
        begin
            case (i_Binary_Num)
                4'b0000 : r_Hex_Encoding <= 7'h7E;
                4'b0001 : r_Hex_Encoding <= 7'h30;
                4'b0010 : r_Hex_Encoding <= 7'h6D;
                4'b0011 : r_Hex_Encoding <= 7'h79;
                4'b0100 : r_Hex_Encoding <= 7'h33;
                4'b0101 : r_Hex_Encoding <= 7'h5B;
                4'b0110 : r_Hex_Encoding <= 7'h5F;
                4'b0111 : r_Hex_Encoding <= 7'h70;
                4'b1000 : r_Hex_Encoding <= 7'h7F;
                4'b1001 : r_Hex_Encoding <= 7'h7B;
                4'b1010 : r_Hex_Encoding <= 7'h77;
                4'b1011 : r_Hex_Encoding <= 7'h1F;
                4'b1100 : r_Hex_Encoding <= 7'h4E;
                4'b1101 : r_Hex_Encoding <= 7'h3D;
                4'b1110 : r_Hex_Encoding <= 7'h4F;
                4'b1111 : r_Hex_Encoding <= 7'h47;
            endcase
        end
    assign o_Segment_A = r_Hex_Encoding[6];
    assign o_Segment_B = r_Hex_Encoding[5];
    assign o_Segment_C = r_Hex_Encoding[4];
    assign o_Segment_D = r_Hex_Encoding[3];
    assign o_Segment_E = r_Hex_Encoding[2];
    assign o_Segment_F = r_Hex_Encoding[1];
    assign o_Segment_G = r_Hex_Encoding[0];
endmodule
module Project_7_Segment_Top
    (
        input i_Clk,
        input i_Switch_1,
        input i_Switch_2,
        input i_Switch_3,
        input i_Switch_4,
        output o_Segment1_A,
        output o_Segment1_B,
        output o_Segment1_C,
        output o_Segment1_D,
        output o_Segment1_E,
        output o_Segment1_F,
        output o_Segment1_G,
        output o_Segment2_A,
        output o_Segment2_B,
        output o_Segment2_C,
        output o_Segment2_D,
        output o_Segment2_E,
        output o_Segment2_F,
        output o_Segment2_G
    );
    wire w_Switch_1;
    wire w_Switch_2;
    wire w_Switch_3;
    wire w_Switch_4;
    reg r_Switch_1 = 1'b0;
    reg r_Switch_2 = 1'b0;
    reg r_Switch_3 = 1'b0;
    reg r_Switch_4 = 1'b0;
    reg [3:0] r_Count_1 = 4'b0000;
    reg [3:0] r_Count_2 = 4'b0000;
    wire w_Segment1_A;
    wire w_Segment1_B;
    wire w_Segment1_C;
    wire w_Segment1_D;
    wire w_Segment1_E;
    wire w_Segment1_F;
    wire w_Segment1_G;
    wire w_Segment2_A;
    wire w_Segment2_B;
    wire w_Segment2_C;
    wire w_Segment2_D;
    wire w_Segment2_E;
    wire w_Segment2_F;
    wire w_Segment2_G;
    Debounce_Switch Debounce_Switch_Inst_1
    (
        .i_Clk(i_Clk),
        .i_Switch(i_Switch_1),
        .o_Switch(w_Switch_1)
    );
    Debounce_Switch Debounce_Switch_Inst_2
    (
        .i_Clk(i_Clk),
        .i_Switch(i_Switch_2),
        .o_Switch(w_Switch_2)
    );
    Debounce_Switch Debounce_Switch_Inst_3
    (
        .i_Clk(i_Clk),
        .i_Switch(i_Switch_3),
        .o_Switch(w_Switch_3)
    );   
    Debounce_Switch Debounce_Switch_Inst_4
    (
        .i_Clk(i_Clk),
        .i_Switch(i_Switch_4),
        .o_Switch(w_Switch_4)
    );
    always @(posedge i_Clk)
    begin
        r_Switch_1 <= w_Switch_1;
        r_Switch_2 <= w_Switch_2;
        r_Switch_3 <= w_Switch_3;
        r_Switch_4 <= w_Switch_4;
        if (w_Switch_1 == 1'b1 && r_Switch_1 == 1'b0)
        begin
            if (r_Count_1 < 9)
                r_Count_1 <= r_Count_1 + 1;
        end
        if (w_Switch_2 == 1'b1 && r_Switch_2 == 1'b0)
        begin
            if (r_Count_1 > 0)
                r_Count_1 <= r_Count_1 - 1;
        end
        if (w_Switch_3 == 1'b1 && r_Switch_3 == 1'b0)
        begin
            if (r_Count_2 == 9) begin
                if (r_Count_1 < 9) begin
                    r_Count_1 <= r_Count_1 + 1;
                    r_Count_2 <= 0;
                end
            end else
                r_Count_2 <= r_Count_2 + 1;
        end
        if (w_Switch_4 == 1'b1 && r_Switch_4 == 1'b0)
        begin
            if (r_Count_2 == 0) begin
                if (r_Count_1 > 0) begin
                    r_Count_1 <= r_Count_1 - 1;
                    r_Count_2 <= 9;
                end
            end else if (r_Count_2 > 0)
                r_Count_2 <= r_Count_2 - 1;
        end
    end
    Binary_To_7Segment Inst_1 (
        .i_Clk(i_Clk),
        .i_Binary_Num(r_Count_1),
        .o_Segment_A(w_Segment1_A),
        .o_Segment_B(w_Segment1_B),
        .o_Segment_C(w_Segment1_C),
        .o_Segment_D(w_Segment1_D),
        .o_Segment_E(w_Segment1_E),
        .o_Segment_F(w_Segment1_F),
        .o_Segment_G(w_Segment1_G)
    );
        Binary_To_7Segment Inst_2 (
        .i_Clk(i_Clk),
        .i_Binary_Num(r_Count_2),
        .o_Segment_A(w_Segment2_A),
        .o_Segment_B(w_Segment2_B),
        .o_Segment_C(w_Segment2_C),
        .o_Segment_D(w_Segment2_D),
        .o_Segment_E(w_Segment2_E),
        .o_Segment_F(w_Segment2_F),
        .o_Segment_G(w_Segment2_G)
    );
    assign o_Segment1_A = ~w_Segment1_A;
    assign o_Segment1_B = ~w_Segment1_B;
    assign o_Segment1_C = ~w_Segment1_C;
    assign o_Segment1_D = ~w_Segment1_D;
    assign o_Segment1_E = ~w_Segment1_E;
    assign o_Segment1_F = ~w_Segment1_F;
    assign o_Segment1_G = ~w_Segment1_G;
    assign o_Segment2_A = ~w_Segment2_A;
    assign o_Segment2_B = ~w_Segment2_B;
    assign o_Segment2_C = ~w_Segment2_C;
    assign o_Segment2_D = ~w_Segment2_D;
    assign o_Segment2_E = ~w_Segment2_E;
    assign o_Segment2_F = ~w_Segment2_F;
    assign o_Segment2_G = ~w_Segment2_G;
endmodule
module Debounce_Switch (input i_Clk, input i_Switch, output o_Switch);
    parameter c_DEBOUNCE_LIMIT = 250000;  
    reg [17:0] r_Count = 0;
    reg r_State = 1'b0;
    always @(posedge i_Clk)
    begin
        if (i_Switch !== r_State && r_Count < c_DEBOUNCE_LIMIT)
            r_Count <= r_Count + 1;
        else if (r_Count == c_DEBOUNCE_LIMIT)
        begin
            r_State <= i_Switch;
            r_Count <= 0;
        end
        else
            r_Count <= 0;
    end
    assign o_Switch = r_State;
endmodule
==> results.txt <==
yosys + openroad results -> register area 0.00208 sq mm, TNS Setup 0 ns, crit-path max cell delay 0.49 ns, share of cells above drive strength 1 5.80%, worst r2r dst r_Count_1[1]$_DFF_P_, placer congestion estimate 0.819, Log Warnings 42, Post-synth seq share 41.9%, count of final hold-check violations 0, hold_buf cts 0, Synth Register Bits 102, ant diodes 0, Final Total Pwr 1.88 mW, Sink Count 102, Cell area leaders dfxtp_1 39%, nor2_1 7.8%, xor2_1 7.6%, Post-Layout Inst Area 0.00565 sq mm, Buffers on Ports 18, DRC violations left 0, synthesized area per cell 8.79 sq um, global route overflow 0, worst slew pin tran 0.835 ns, clock tree buffer depth 2, Chip Area 0.0171 sq mm, Yosys Warn Count 3, slew margin rel. 44.3%, Async S/R FF share, synth 0%, hold slack 0.414 ns, Setup Viol. Count Final 0, max-cap violations 0, non-filler cells, final 802, TritonCTS clock tree yes, drt pass-1 iters 4, critical path depth in cells 7, Worst EP required 4.50 ns, CP Max Fanout 8, CP Launch Type flop, Inserted Clock Buffers 9, Routed Antenna Nets 0, number of cell rows 46, Comb area 0.00265 sq mm, Layout Utilization 35.3%, Slew Viols, Final 0, fin crit period 2.07 ns, Hold Crit Class flop to flop, Peak Freq 0.483 GHz, DRT iter0 DRCs 150, global router's overall resource usage 11.0%, Peak VDD IR 0.000230 V, Top cell area share 39.5%, global-route wire length before repair 15100 um, Setup crit end r_Count_1[1]$_DFF_P_, YS chip area 0.00497 sq mm, Top Family by Delay on Critical Path simple AND/OR/NAND/NOR gates, count leader, synth nor2_1, Post-synth top cells 103 x nor2_1, 98 x dfxtp_1, 43 x xor2_1, RSZ-0062 raised after global routing no, distinct lib cells 56, routed wire length 8450 um, area leader, netlist dfxtp_1, clock skew 0.00402 ns, IO Pins 19, Worst-path clk slew 0.07 ns, setup slack after layout 2.13 ns, number of cells in Yosys stat 565, H-Tree Depth 3, via count 3674, P per Cell Area 334 mW/mm^2, area of the mapped netlist 0.00497 sq mm, Slowest-stage cell, CP or3b_2, core utilization at floorplan 31.1%, Crit Path Category flop to flop, Core ar. 0.0160 sq mm, vias in the first global route 3375, HPWL after detailed placement 5850 um, Critical path buffers and inverters 1, Pleak 2.20 nW, status completed, WHS Path Cells 0, CP startpoint r_Count_1[1]$_DFF_P_, width of the die 131 um, Reg2Reg Depth 7, placed insts 786, CTS root buf clkbuf_16, number of enable flip-flop cells 4, R2R setup slack 2.13 ns, critical path, cell by cell inv_1 > ha_1 > or3b_2 > nand3b_1 > o21ai_0 > nor2_1 > o22a_1, final worst path period share 49.3%, cell count after synthesis 565, CP Capture Type flop, dpl cell area 0.00534 sq mm, clk latency late pin 0.35 ns, setup bufs post-CTS 0, Place WS 2.13 ns, Routed wire per std cell 10.5 um, Vias/cell 4.58, PostCTS Resize Cnt 0, Area Overhead vs Synth 13.6%, initial antenna violation count 0, pin count of the biggest net entering global routing 26, ys flop type dfxtp_1, worst hold start Debounce_Switch_Inst_2.r_State$_DFFE_PP_, fill cell count 1589, die height 131 um, Worst R2R Start r_Count_1[1]$_DFF_P_, Worst Path Arrival 2.37 ns
## layout by cell type (no fill, tap or decap), types with 9 or more instances in the layout
cell type,count
nor3_1,17
nand3_1,26
a21oi_1,17
xor2_1,43
nand4_1,17
clkbuf_16,9
nand2_1,38
and3_1,15
inv_1,40
xnor2_1,26
clkdlybuf4s50_1,18
ha_1,25
nor2_1,103
dfxtp_1,98
## worst register-to-register path: stages, from the launching register on
cell and delay (ns):
dfxtp_1 0.39, inv_1 0.18, ha_1 0.27, or3b_2 0.50
nand3b_1 0.24, o21ai_0 0.18, nor2_1 0.12, o22a_1 0.14
## metal layers
layer  track usage (%)  vias up  routed length (um)
met5                 0        -                   0
met4              1.15        0                 105
met3              2.65        7                 369
met2              17.1       53                3600
met1              16.2     1680                4380
li1                  -     1934                   -
## cell type report
class | instances | area share [%]
clock buffers | 9 | 3.99
clock inverters | 7 | 1.46
inverters | 40 | 2.66
multi-input cells | 409 | 46.9
flip-flops and latches | 102 | 36.9
well taps | 216 | 4.79
repair buffers | 19 | 3.32
## worst min-delay path by stage
stage,slack (ns),to
after global routing,0.44,r_Switch_2$_DFF_P_
final,0.41,r_Switch_2$_DFF_P_
after CTS,0.42,r_Switch_2$_DFF_P_
## power by group
part / internal [mW] / switching [mW] / leakage (nW)
Clock: 0.471 / 0.376 / 0.149
Combinational: 0.0179 / 0.0243 / 1.21
Sequential: 0.982 / 0.0115 / 0.836
## cell families (layout without fill, tap and decap cells)
logic type                 count (synthesis)  count (layout)  synth area share (%)
buffers and inverters                     54              75                  4.78
adders and majority gates                 25              25                  6.30
xor gates and xnor gates                  69              69                  12.2
DFF                                      102             102                  41.9
muxes                                      8               8                  2.12
AOI/OAI and AO/OA                         54              54                  7.78
and+or+nand+nor                          253             253                  25.0
## sequential cells by signal (all words and copies together) (netlist names)
name,flops
Debounce_Switch_Inst_1.r_Count,18
Debounce_Switch_Inst_2.r_Count,18
Debounce_Switch_Inst_3.r_Count,18
Debounce_Switch_Inst_4.r_Count,18
Inst_1.r_Hex_Encoding,7
Inst_2.r_Hex_Encoding,7
r_Count_1,4
r_Count_2,4
Debounce_Switch_Inst_1.r_State,1
Debounce_Switch_Inst_2.r_State,1
Debounce_Switch_Inst_3.r_State,1
Debounce_Switch_Inst_4.r_State,1
r_Switch_1,1
r_Switch_2,1
r_Switch_3,1
r_Switch_4,1
Power and IR drop assume default switching activity.
