==> /design/flow/design.v <==
module Debounce_Switch (input i_Clk, input i_Switch, output o_Switch);
    parameter c_DEBOUNCE_LIMIT = 250000;  
    reg [17:0] r_Count = 0;
    reg r_State = 1'b0;
    always @(posedge i_Clk)
    begin
        if (i_Switch !== r_State && r_Count < c_DEBOUNCE_LIMIT)
            r_Count <= r_Count + 1;
        else if (r_Count == c_DEBOUNCE_LIMIT)
        begin
            r_State <= i_Switch;
            r_Count <= 0;
        end
        else
            r_Count <= 0;
    end
    assign o_Switch = r_State;
endmodule
module Debounce_Project_Top
    (input i_Clk,
    input i_Switch_1,
    output o_LED_1);
    reg r_LED_1    = 1'b0;
    reg r_Switch_1 = 1'b0;
    wire w_Switch_1;
    Debounce_Switch Debounce_Inst
    (.i_Clk(i_Clk),
     .i_Switch(i_Switch_1),
     .o_Switch(w_Switch_1));
    always @(posedge i_Clk)
    begin
        r_Switch_1 <= w_Switch_1;
        if (w_Switch_1 == 1'b0 && r_Switch_1 == 1'b1)
        begin 
            r_LED_1 <= ~r_LED_1;
        end
    end
    assign o_LED_1 = r_LED_1;
endmodule
==> /design/flow/run.sh <==
#!/bin/bash
# OpenROAD 26Q1-2900-gdf79404cd8, Yosys 0.63+post, stock flow scripts
make -C /OpenROAD-flow-scripts/flow DESIGN_CONFIG=/design/flow/config.mk WORK_HOME=/design/flow/orfs finish
==> /design/flow/config.mk <==
export PLATFORM = sky130hd
export DESIGN_NAME = Debounce_Project_Top
export DESIGN_NICKNAME = Debounce_Project_Top
export VERILOG_FILES = /design/flow/design.v
export SDC_FILE = /design/flow/constraint.sdc
export NUM_CORES = 4
export LEC_CHECK = 1
export CORE_AREA = 10 10 99 99
export DIE_AREA = 0 0 109 109
==> /design/flow/constraint.sdc <==
current_design Debounce_Project_Top

set clk_period 2.4
set clk_io_pct 0.2

create_clock -name clk0 -period $clk_period [get_ports {i_Clk}]

set non_clock_inputs [all_inputs -no_clocks]
set_input_delay [expr $clk_period * $clk_io_pct] -clock clk0 $non_clock_inputs
set_output_delay [expr $clk_period * $clk_io_pct] -clock clk0 [all_outputs]
==> qor.yml <==
final_layout:
  area_growth_syn_to_layout_pct: 18.0
  n_fill_cell: 838
  seq_area_um2: 440
  final_layout_size_suffix_gt1_share_pct: 9.26
  multi_input_comb_area_um2: 499
  finalNonFillerCells: 210
clocking:
  clockBufferDepth: 2
  clock_sinks: 21
  clk_latency_ns: 0.25
  cts-resized-gates: 0
  cts.repair_timing.setup_buffer_count: 0
  cts_hold_buf: 0
  cts_max_level: 1
  tritoncts_clock_tree: "yes"
  clock_tree.root_cell: "clkbuf_8"
  cts_buffers: 3
  cts.reportedPaths.clkPinSlew_ns: 0.07
sta:
  timing_worst_slew_pin_value_ns: 0.709
  slew-limit-headroom_pct: 52.8
  timing.fmax_mhz: 592
  timing.final.crit_share_pct: 70.4
  period_needed_ns: 1.69
  setup_total_negative_slack_ns: 0
  clock-skew-final_ns: 0.00222
  final-hold-violation-count: 0
  grt_setup_unrepaired: "no"
  timing_max_transition_violations_final: 0
  fin_ws_ns: 0.710
  finalSetupViolations: 0
route:
  wl_um: 1540
  drt-pass1-iter-count: 4
  detailedRoute.firstIterationViolations: 20
  wl_per_cell_um: 7.33
  vias_per_cell: 3.14
  via_count: 659
  detail-route-antenna-nets: 0
  number_of_design_rule_violations_left_after_detail_routing: 0
  detail_route.antenna_diodes: 0
die:
  placeableCoreArea_um2: 7730
  die.size.x_um: 109
  core.rowCount: 32
  floorplan.die.height_um: 109
  top_level_ports: 3
  chip_area_um2: 11900
  initial_core_util_pct: 12.7
job:
  openroad.warnings: 26
  drv_cap: 0
global_routing:
  grt_pass1_wl_um: 2920
  largest_net_degree_at_the_start_of_global_routing: 19
  total_routing_usage_reported_by_global_routing_pct: 2.84
  global_route.overflow_total: 0
  grt_pass1_vias: 645
  antenna_violations_before_repair: 0
yosys:
  yosys.stat.seqShare_pct: 44.8
  syn_area_um2: 982
  synth_top_cell_by_area: "dfxtp_1"
  synth.ff_latch_count: 21
  synthesis.area_per_instance_um2: 9.44
  yosys-stat-cells: 104
  syn_inst: 104
  synth-warning-count: 2
  yosys.cell_types.count: 24
  synth_chip_area_um2: 982
  netlist_top_cells_area: "dfxtp_1, xnor2_1, nor2_1"
  synth.top_cell.area_share_pct: 38.7
worst_setup_path:
  critical_path.startpoint_type: "flop"
  end_kind: "flop"
  crit_fanout: 18
  worst_ep_arrival_ns: 1.80
  worst-setup-path-type: "flop to flop"
  critical_path_required_ns: 2.51
power_and_ir_drop:
  power-per-cell-area_nw_per_um2: 519
  p_total_mw: 0.602
  p_leak_nw: 0.354
  vdd_ir_drop_max_mv: 0.161
hold_path:
  hold_class: "flop to flop"
place:
  numPlacedInstances: 206
  place.detailed.hpwl_um: 1070
  preCtsSetupSlack_ns: 0.724
  portbufs: 2
  finalWeightedCongestion: 0.784
outcome:
  outcome: "complete, no violations"
==> cell usage in the layout, fill, tap and decap left out <==
cell	count
and3_4	1
xor2_1	2
nor4_2	1
xnor2_1	14
nor2_1	24
nor4_4	1
nor3_1	4
nand3_1	5
a31oi_1	1
nand4_1	3
nand4_4	1
ha_1	2
inv_1	7
dfxtp_1	19
nand2_1	5
edfxtp_1	2
nand4_2	1
clkbuf_1	1
clkbuf_8	3
nor4_1	5
nand3_2	1
nor2b_1	1
o31ai_4	1
clkdlybuf4s50_1	2
o31ai_1	1
==> registers in the layout, summed over array words and instances, names as in the netlist <==
register               count
Debounce_Inst.r_Count     18
Debounce_Inst.r_State      1
r_LED_1                    1
r_Switch_1                 1
==> per-stage QoR <==
step	hold WS [ns]	instance area [µm²]	util (%)
after floorplan	0.390	982	-
final	0.445	1160	15.0
after detailed placement	0.431	1110	14.4
after global placement	0.417	1110	14.4
after CTS	0.457	1160	15.0
after global routing	0.469	1160	15.0
==> metal layers <==
metal	up-vias	track usage, %	wire, µm
met4	0	0.188	4
li1	355	-	-
met1	294	4.14	852
met5	-	0	0
met3	2	0.896	94
met2	8	4.20	588
==> worst max-delay path, cell delays in order (launching register included) <==
cell	delay (ns)
dfxtp_1	0.48
o31ai_1	0.13
and3_4	0.20
o31ai_4	0.62
nor2_1	0.12
==> area by class of cell <==
| class | instances | share of cell area, % |
|---|---|---|
| multi-input cells | 74 | 43.1 |
| flip-flops and latches | 21 | 38.0 |
| well taps | 102 | 11.0 |
| clock buffers | 4 | 3.89 |
| inverters | 7 | 2.27 |
| repair buffers | 2 | 1.73 |
==> cell usage after synthesis (all sizes together) <==
master / number
nor2: 24
dfxtp: 19
xnor2: 14
inv: 7
nor4: 7
nand3: 6
nand2: 5
nand4: 5
nor3: 4
buf: 2
edfxtp: 2
ha: 2
o31ai: 2
xor2: 2
a31oi: 1
and3: 1
nor2b: 1
==> kinds of logic after synthesis <==
| family | Yosys count | synth area share [%] |
|---|---|---|
| AND-OR/OR-AND | 3 | 3.57 |
| XOR/XNOR | 16 | 14.3 |
| adder cells (fa/ha/maj) | 2 | 2.55 |
| buffers and inverters | 9 | 4.33 |
| flip-flops | 21 | 44.8 |
| AND/OR/NAND/NOR | 53 | 30.4 |
==> path summary, 6_finish.rpt <==
check	startpoint	to	slack [ns]	cells past startpoint
worst max-delay path	Debounce_Inst.r_Count[5]	Debounce_Inst.r_Count[12]	0.71	4
worst min-delay path	Debounce_Inst.r_State	r_Switch_1	0.45	0
worst max register to register	Debounce_Inst.r_Count[5]	Debounce_Inst.r_Count[12]	0.71	4
worst min register to register	Debounce_Inst.r_State	r_Switch_1	0.45	0
==> report_power, final <==
part	leakage (nW)	switching (mW)	internal (mW)	total, mW
clock	0.0228	0.102	0.118	0.220
combinational	0.159	0.0104	0.00778	0.0182
sequential	0.172	0.00567	0.358	0.363
Power and IR drop assume default switching activity.
